==> flow/run.sh <==
#!/bin/bash
# OpenROAD 26Q1-2900-gdf79404cd8, Yosys 0.63+post, stock flow scripts
make -C /OpenROAD-flow-scripts/flow DESIGN_CONFIG=/design/flow/config.mk WORK_HOME=/design/flow/orfs finish
==> flow/config.mk <==
export PLATFORM = sky130hd
export DESIGN_NAME = top
export DESIGN_NICKNAME = top
export VERILOG_FILES = /design/flow/design.v
export SDC_FILE = /design/flow/constraint.sdc
export NUM_CORES = 4
export LEC_CHECK = 1
export CORE_UTILIZATION = 40
==> flow/constraint.sdc <==
current_design top

set clk_period 3.6
set clk_io_pct 0.2

create_clock -name clk0 -period $clk_period [get_ports {rclk}]
create_clock -name clk1 -period $clk_period [get_ports {wclk}]

set non_clock_inputs [all_inputs -no_clocks]
set_input_delay [expr $clk_period * $clk_io_pct] -clock clk0 $non_clock_inputs
set_output_delay [expr $clk_period * $clk_io_pct] -clock clk0 [all_outputs]
==> flow/design.v <==
module cdc_Q9(input clk1,rst1,input [7:0] din1, output reg [7:0]do1);
always @(posedge clk1 or negedge rst1)
begin
if(~rst1)
begin
do1 <= 8'b0;
end
else
begin 
do1 <= din1;
end
end
endmodule
module fifo #(parameter DSIZE = 8,
 parameter ASIZE = 4)
 (output [DSIZE-1:0] rdata,
 output wfull,
 output rempty,
 input [DSIZE-1:0] wdata,
 input winc, wclk, wrst_n,
 input rinc, rclk, rrst_n);
 wire [ASIZE-1:0] waddr, raddr;
 wire [ASIZE:0] wptr, rptr, wq2_rptr, rq2_wptr;
 sync_r2w sync_r2w (.wq2_rptr(wq2_rptr), .rptr(rptr),
 .wclk(wclk), .wrst_n(wrst_n));
 sync_w2r sync_w2r (.rq2_wptr(rq2_wptr), .wptr(wptr),
 .rclk(rclk), .rrst_n(rrst_n));
 fifomem #(DSIZE, ASIZE) fifomem
 (.rdata(rdata), .wdata(wdata),
 .waddr(waddr), .raddr(raddr),
 .wclken(winc), .wfull(wfull),
 .wclk(wclk));
 rptr_empty #(ASIZE) rptr_empty
 (.rempty(rempty),
 .raddr(raddr),
 .rptr(rptr), .rq2_wptr(rq2_wptr),
 .rinc(rinc), .rclk(rclk),
 .rrst_n(rrst_n));
 wptr_full #(ASIZE) wptr_full
 (.wfull(wfull), .waddr(waddr),
 .wptr(wptr), .wq2_rptr(wq2_rptr),
 .winc(winc), .wclk(wclk),
 .wrst_n(wrst_n));
endmodule
module fifomem #(parameter DATASIZE = 8,  
 parameter ADDRSIZE = 4)  
 (output [DATASIZE-1:0] rdata,
 input [DATASIZE-1:0] wdata,
 input [ADDRSIZE-1:0] waddr, raddr,
 input wclken, wfull, wclk);
 localparam DEPTH = 1<<ADDRSIZE;
 reg [DATASIZE-1:0] mem [0:DEPTH-1];
 assign rdata = mem[raddr];
 always @(posedge wclk)
 if (wclken && !wfull) mem[waddr] <= wdata;
endmodule
module rptr_empty #(parameter ADDRSIZE = 4)
 (output reg rempty,
 output [ADDRSIZE-1:0] raddr,
 output reg [ADDRSIZE :0] rptr,
 input [ADDRSIZE :0] rq2_wptr,
 input rinc, rclk, rrst_n);
 reg [ADDRSIZE:0] rbin;
 wire [ADDRSIZE:0] rgraynext, rbinnext;
 always @(posedge rclk or negedge rrst_n)
 if (!rrst_n) {rbin, rptr} <= 0;
 else {rbin, rptr} <= {rbinnext, rgraynext};
 assign raddr = rbin[ADDRSIZE-1:0];
 assign rbinnext = rbin + (rinc & ~rempty);
 assign rgraynext = (rbinnext>>1) ^ rbinnext;
 assign rempty_val = (rgraynext == rq2_wptr);
 always @(posedge rclk or negedge rrst_n)
 if (!rrst_n) rempty <= 1'b1;
 else rempty <= rempty_val;
endmodule
module sync_r2w #(parameter ADDRSIZE = 4)
 (output reg [ADDRSIZE:0] wq2_rptr,
 input [ADDRSIZE:0] rptr,
 input wclk, wrst_n);
 reg [ADDRSIZE:0] wq1_rptr;
 always @(posedge wclk or negedge wrst_n)
 if (!wrst_n) {wq2_rptr,wq1_rptr} <= 0;
 else {wq2_rptr,wq1_rptr} <= {wq1_rptr,rptr};
endmodule
module sync_w2r #(parameter ADDRSIZE = 4)
 (output reg [ADDRSIZE:0] rq2_wptr,
 input [ADDRSIZE:0] wptr,
 input rclk, rrst_n);
 reg [ADDRSIZE:0] rq1_wptr;
 always @(posedge rclk or negedge rrst_n)
 if (!rrst_n) {rq2_wptr,rq1_wptr} <= 0;
 else {rq2_wptr,rq1_wptr} <= {rq1_wptr,wptr};
endmodule
module top #(parameter DSIZE = 8,
 parameter ASIZE = 4)
(input wclk,rclk,wrst,rrst,rinc,winc,output [7:0]rdata,output wfull,rempty, input [7:0] wdata);
wire [7:0] rdata1;
fifo #(DSIZE, ASIZE)  f1(rdata,wfull,rempty,rdata1,winc,wclk,wrst,rinc,rclk,rrst);
cdc_Q9 cdc(wclk,wrst,wdata,rdata1);
endmodule
module wptr_full #(parameter ADDRSIZE = 4)
 (output reg wfull,
 output [ADDRSIZE-1:0] waddr,
 output reg [ADDRSIZE :0] wptr,
 input [ADDRSIZE :0] wq2_rptr,
 input winc, wclk, wrst_n);
 reg [ADDRSIZE:0] wbin;
 wire [ADDRSIZE:0] wgraynext, wbinnext;
 always @(posedge wclk or negedge wrst_n)
 if (!wrst_n) {wbin, wptr} <= 0;
 else {wbin, wptr} <= {wbinnext, wgraynext};
 assign waddr = wbin[ADDRSIZE-1:0];
 assign wbinnext = wbin + (winc & ~wfull);
 assign wgraynext = (wbinnext>>1) ^ wbinnext;
 assign wfull_val = (wgraynext=={~wq2_rptr[ADDRSIZE:ADDRSIZE-1],
 wq2_rptr[ADDRSIZE-2:0]});
 always @(posedge wclk or negedge wrst_n)
 if (!wrst_n) wfull <= 1'b0;
 else wfull <= wfull_val;
endmodule
==> impl_metrics.json <==
{
  "status": "finished clean",
  "synth-edff-count": 128,
  "crit_arrival_ps": 2490,
  "holdPathEnd": "f1.sync_r2w.wq1_rptr[3]",
  "synth_area_leader_cell": "edfxtp_1",
  "drive_gt1_frac": 0.1635,
  "clk_pin_slew_ps": 60,
  "io_buffer_count": 22,
  "r2r_start": "f1.wptr_full.wfull",
  "worst-path-buf-inv": 2,
  "rsz0062_at_grt": "false",
  "antenna_found_initial": 0,
  "syn_inst": 358,
  "maxCapViolCount": 0,
  "hold_violations": 0,
  "yosys.area_share.aoi": 0.04300,
  "chip_area_sq_um": 17180,
  "routed_wl_microns": 12870,
  "total_power_mw": 6.676,
  "synth-async-reset-ratio": 0.2727,
  "slew_violations": 0,
  "die_h_microns": 131.1,
  "crit_slowest_cell": "dfrtp_1",
  "fp_util": 0.4150,
  "r2r_setup_slack_ps": 1320,
  "ys_sh_adder": 0.009388,
  "antenna_left": 0,
  "final_area_sq_um": 7845,
  "avgSynthCellArea_sq_um": 18.61,
  "xor_share": 0.03530,
  "dp_cells": 596,
  "ys_seq_frac": 0.7572,
  "yosysUniqueCellTypes": 39,
  "grt_pass1_vias": 3442,
  "core-area_sq_um": 16060,
  "cp_max_fo": 12,
  "critPathRequiredTime_ps": 2880,
  "path_class": "reg -> out",
  "cts_setup_buffers": 0,
  "ys_top_logic_family": "multiplexers",
  "r2r_end": "f1.wptr_full.wfull",
  "slowest_delay_ps": 640,
  "mux_share": 0.1033,
  "num_antenna_cells": 0,
  "totalNegativeSetupSlack_ps": 0,
  "worst_slew_pin_slew_ps": 848.6,
  "cts_tree": "done",
  "wl_per_cell_microns": 20.37,
  "dp_hpwl_microns": 8340,
  "ys_cells": 358,
  "worstHoldStart": "f1.rptr_empty.rptr[3]",
  "relSlewSlack": 0.4322,
  "gp_congestion": 0.8125,
  "finClkSkew_ps": 6.322,
  "netlist_area_sq_um": 6664,
  "setup_viol": 0,
  "ir_worst_vdd_uv": 476.4,
  "dpl_cell_area_sq_um": 7199,
  "grt_overflow": 0,
  "grt_use_total": 0.1764,
  "ff_type": "edfxtp_1",
  "viasPerCell": 5.203,
  "final_cell_mix": "edfxtp_1, dfrtp_1, mux2i_1",
  "top_cells_by_area": "edfxtp_1, dfrtp_1, mux2i_1",
  "crit_path_end_kind": "primary output",
  "firstDrtPassIters": 4,
  "crit_path_start_kind": "register",
  "crit_family": "buffers and inverters",
  "post_cts_resized": 0,
  "area_delta_synth_final_pct": 17.72,
  "grt_max_degree": 47,
  "fin_cells": 632,
  "whs_path_depth": 0,
  "rows": 46,
  "cts.sinks": 176,
  "num_vias": 3288,
  "die-width_microns": 131.1,
  "netlist.area_leader.share": 0.5768,
  "worst_r2r_path_depth": 7,
  "ctsHoldBuffers": 0,
  "power.density_nw_per_um2": 851.0,
  "drc": 0,
  "ios": 24,
  "synth_flops": 176,
  "drt_iter0_markers": 242,
  "p_leak_nw": 2.844,
  "tool_warnings": 27,
  "yosysChipArea_sq_um": 6664,
  "hold_class": "reg -> reg",
  "layout_top_cell": "edfxtp_1",
  "simple_gate_share": 0.03624,
  "grt_first_pass_wirelength_microns": 19830,
  "synth_warnings": 8,
  "crit_chain": "clkinv_1 -> a221oi_1 -> a22oi_1 -> nand2_1 -> clkdlybuf4s50_1"
}
-- synthesized netlist by cell type (5+ instances only) --
cell type and instances:
a221oi_1 16, a22oi_1 9, buf_2 5, clkbuf_1 5, dfrtp_1 47, edfxtp_1 128, ha_1 5, inv_1 5
mux2i_1 32, mux4_2 14, nand2_1 11, nand3_1 6, nor2_1 14, o21ai_0 8, xnor2_1 8, xor2_1 11
-- kinds of logic after synthesis --
logic type,Yosys count
simple gates,49
xor+xnor,22
flops,176
fa+ha+maj,5
mux,48
compound gates,37
buf+inv,21
-- area by class of cell --
type	count	area [sq um]
clock buffer	21	504.2
clock inverter	15	141.4
fill	1290	8213
inverter	6	22.52
multi-input combinational	161	1514
sequential	176	5047
tap	216	270.3
timing repair buffer	37	345.3
-- flip-flops by register name, indices dropped and copies added (netlist names) --
| register | flops |
|---|---|
| cdc.do1 | 8 |
| f1.sync_r2w.wq1_rptr | 5 |
| f1.wptr_full.wfull | 1 |
| f1.wptr_full.wptr | 5 |
| f1.rptr_empty.rempty | 1 |
| f1.sync_w2r.rq2_wptr | 5 |
| f1.rptr_empty.rptr | 5 |
| f1.sync_w2r.rq1_wptr | 5 |
| f1.rptr_empty.rbin | 4 |
| f1.sync_r2w.wq2_rptr | 5 |
| f1.fifomem.mem | 128 |
| f1.wptr_full.wbin | 4 |
-- worst max path at each step --
stage	startpoint	endpoint	slack (ps)	depth (start not counted)
after CTS	f1.rptr_empty.rbin[3]	rdata[2]	430	5
after global routing	f1.rptr_empty.rbin[3]	rdata[3]	170	5
final	f1.rptr_empty.rbin[3]	rdata[2]	390	5
-- per-layer routing --
metal	share of wire	GRT usage	vias to the layer above	wire length [microns]
met5	0	0	-	0
met4	0.017	0.02907	0	219
met3	0.083	0.07479	18	1072
met2	0.46	0.2627	123	5938
met1	0.44	0.2678	1655	5644
li1	-	-	1492	-
-- where the power goes --
group	switching (mW)	internal, mW	total [mW]
clock network	0.796	1.12	1.91
registers	0.238	2.58	2.82
logic	1.01	0.931	1.94
total	2.05	4.63	6.68
-- through the flow --
step / util / hold slack, ps / worst slack (ps)
final: 0.4885 / 190.0 / 391.3
after global routing: 0.4885 / 186.8 / 170.5
after CTS: 0.4885 / 183.7 / 426.7
after detailed placement: 0.4483 / 334.7 / 613.1
after global placement: 0.4483 / 332.5 / 602.2
after floorplan: - / 331.2 / 1249
-- worst reg2reg max path: stages (launching register included) --
cell,delay (ps)
dfrtp_1,350
nand2b_1,210
inv_1,110
ha_1,220
ha_1,400
or3_1,400
a211o_1,300
a22oi_1,200
Power figures rest on the tool's default switching activity, not on a simulated workload.
