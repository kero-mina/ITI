==> design/flow/run.sh <==
#!/bin/bash
# OpenROAD 26Q1-2900-gdf79404cd8, Yosys 0.63+post, stock flow scripts
make -C /OpenROAD-flow-scripts/flow DESIGN_CONFIG=/design/flow/config.mk WORK_HOME=/design/flow/orfs finish
==> design/flow/config.mk <==
export PLATFORM = sky130hd
export DESIGN_NAME = sequential_alu
export DESIGN_NICKNAME = sequential_alu
export VERILOG_FILES = /design/flow/design.v
export SDC_FILE = /design/flow/constraint.sdc
export NUM_CORES = 4
export LEC_CHECK = 1
export CORE_UTILIZATION = 50
==> design/flow/constraint.sdc <==
current_design sequential_alu

set clk_period 1.0
set clk_io_pct 0.2

create_clock -name clk0 -period $clk_period [get_ports {clk}]

set non_clock_inputs [all_inputs -no_clocks]
set_input_delay [expr $clk_period * $clk_io_pct] -clock clk0 $non_clock_inputs
set_output_delay [expr $clk_period * $clk_io_pct] -clock clk0 [all_outputs]
==> design/flow/design.v <==
module sequential_alu(
  input wire clk,
  input wire rst,
  input wire [15:0] op1,
  input wire [15:0] op2,
  input wire [1:0] operation,
  output wire [15:0] result
);
  reg [15:0] accumulator;
  always @(posedge clk or posedge rst) begin
    if (rst)
      accumulator <= 0;
    else begin
      case (operation)
        2'b00:  
          accumulator <= op1 + op2;
        2'b01:  
          accumulator <= op1 - op2;
        2'b10:  
          accumulator <= op1 ^ op2;
        2'b11:  
          accumulator <= op1 * op2;
      endcase
    end
  end
  assign result = accumulator;
endmodule
==> impl_metrics.toml <==
# synthesis and place-and-route metrics
[outcome]
status = "complete, but fails checks"
violations = "negative setup slack"

[logic_synthesis]
syn_inst = 691
yosysTopAreaCell = "fa_1"
top_area_share_pct = 28.1
avgSynthCellArea_um2 = 8.35
edf_count = 0
ys_seq_share_pct = 6.94
synth.area.top_cells = "fa_1, ha_1, inv_1, xnor2_1, and2_1"
yosysWarnings = 1
synthFlopType = "dfrtp_1"
syn-cell-area_mm2 = 0.00577
ys_types = 44
synth-async-reset-ratio_pct = 100
yosys_cells = 691
yosysChipArea_mm2 = 0.00577
ys_ff = 16

[grt]
grt_use_total_pct = 34.8
grt_pass1_vias = 5744
grt_pass1_wl_um = 29600
grt-ovfl-total = 0
antenna_found_initial = 0
grt_max_degree = 19

[final_layout]
final_common_cell = "buf_4"
largest-register = "accumulator"
area_growth_pct = 52.6
biggestRegsByFlops = "accumulator (16)"
instances_no_fill = 1030
largest_reg_flops = 16
nFillCells = 649
layout_top_cells = "buf_4, inv_1, fa_1"
drive_above_1_share_pct = 42.4

[floorplan]
die_area_mm2 = 0.0120
core_mm2 = 0.0110
die_y_um = 109
die_w_um = 109
row_count = 38
floorplan.core_util_pct = 52.3
num_io_pins = 52

[final_timing]
max_slew_margin_pct = 67.4
finalHoldViolCount = 0
setup_viol = 16
finalCritPeriodShare_pct = 482
rsz0062_at_grt = "true"
clock.fmax_mhz = 207
min_period_ns = 4.82
timing.final.ws_setup_ns = -3.82
drv_slew = 0
worst_pin_slew_ns = 0.484

[worst_setup_path]
cp.buffers_inverters = 6
startpoint_type = "input pin"
crit_start = "op1[3]"
critPathArrivalTime_ns = 4.95
crit_path_max_fanout = 5
cpMostUsedCell = "fa_1"
path_delay_family = "adder cells"
path_class = "in -> reg"
crit_chain = "clkbuf_4, buf_6, and2_4, fa_1, inv_2, fa_1, inv_2, ha_4, fa_1, fa_1, inv_2, fa_1, inv_2, ha_4, nand3_2, o31a_1, a211oi_2, xnor2_1, a211oi_1, a21oi_1"
cp-end-kind = "flop"
slowest_stage = "fa_1"
slowest_delay_ns = 0.56
required_ns = 1.13

[cts]
cts_root_buf = "clkbuf_16"
cts_hold_buf = 0
htreeDepth = 1
tritoncts = "built"
clockBufferDepth = 2
cts_buffers = 3
path_clk_slew_ns = 0.06
clkSinkCount = 16

[flow_run]
drv_cap = 0
warnings = 30

[routing]
drc_errors = 0
totalWireLength_um = 18800
via_per_inst = 5.23
dr_total_vias = 5387
wl_per_cell_um = 18.3
drtIter0Drc = 197
drtAntennaViolNets = 0
diodes = 0
firstDrtPassIters = 4

[place]
gp_congestion = 0.943
port_buffers = 51
dpl.hpwl_um = 13900
dp.cells = 981

[power_and_ir_drop]
vdd_drop_max_mv = 2.56
power.density_mw_per_mm2 = 2600
finalPower_mw = 22.9
leakage_nw = 4.17

[worst_hold_path]
hold_path.class = "in -> async"
worst min-delay path: stages:
cell             delay, ns
clkdlybuf4s50_1       0.40
inv_1                 0.09
buf_12                0.16
synthesized netlist by cell type, drive strengths merged (2+ instances only):
cell type / number
a211oi: 7
dfrtp: 16
o21bai: 3
fa: 81
nand3b: 3
mux2i: 5
nand3: 4
nand2b: 2
inv: 128
o22ai: 2
o21a: 5
nor4: 2
ha: 73
o31a: 2
or3: 4
xnor2: 50
a21o: 5
o211ai: 5
nor2: 24
nand2: 82
buf: 11
xor2: 20
o21ai: 15
and2: 64
nor2b: 5
a21oi: 31
nor3: 11
clkbuf: 19
o31ai: 3
worst max path at each step:
| stage | cells after the start | slack (ns) | to |
|---|---|---|---|
| 4_1_cts | 20 | -3.90 | accumulator[14]$_DFF_PP0_ |
| 5_1_grt | 18 | -4.03 | accumulator[15]$_DFF_PP0_ |
| 6_report | 20 | -3.82 | accumulator[14]$_DFF_PP0_ |
routing by layer:
| layer | share of wire (%) | up-vias | routed length [um] | global-route usage [%] |
|---|---|---|---|---|
| met1 | 44 | 2556 | 8200 | 51.4 |
| met3 | 11 | 38 | 2080 | 12.8 |
| met2 | 43 | 239 | 8140 | 53.0 |
| li1 | - | 2554 | - | - |
| met5 | 0 | - | 0 | 0.893 |
| met4 | 2.1 | 0 | 393 | 3.81 |
final cells by class:
type	instances	area, um2	area share, %
sequential	16	400	4.55
clock buffer	4	88.8	1.01
timing repair buffer	225	2030	23.1
multi-input combinational	516	5620	63.8
inverter	129	490	5.57
tap	140	175	1.99
stage by stage:
| stage | TNS, ns | instance area (um2) | utilization, % | worst slack, ns | hold WS, ns |
|---|---|---|---|---|---|
| after floorplan | -39.14 | 6210 | - | -3.83 | 0.114 |
| after global placement | -54.31 | 7620 | 69.1 | -4.52 | 0.530 |
| after detailed placement | -54.50 | 7620 | 69.1 | -4.57 | 0.525 |
| after CTS | -44.74 | 8500 | 77.0 | -3.90 | 0.272 |
| after global routing | -45.59 | 8800 | 79.8 | -4.03 | 0.282 |
| final | -43.91 | 8800 | 79.8 | -3.82 | 0.262 |
logic make-up (layout without fill, tap and decap cells):
| group | count (synthesis) | after routing | synth area share, % |
|---|---|---|---|
| mux | 5 | 5 | 0.868 |
| simple gates | 203 | 203 | 17.3 |
| fa+ha+maj | 154 | 154 | 43.9 |
| compound gates | 83 | 83 | 9.15 |
| xor+xnor | 71 | 71 | 11.0 |
| buf+inv | 159 | 358 | 10.8 |
| flops | 16 | 16 | 6.94 |
timing repair:
item / 4_1_cts / 5_1_grt
setup endpoints to repair: 32 / 27
gates cloned: 2 / 1
gates resized: 235 / 125
pin swaps: 95 / 92
setup buffers: 36 / 19
where the power goes:
part	internal (mW)	total [mW]	switching, mW
Combinational	11.0	21.0	10.0
Clock	0.607	0.865	0.258
Sequential	0.908	0.994	0.0868
Power and IR drop assume default switching activity.
